### design.v
module baudgen(input wire clk,
               input wire clk_ena, 
               output wire clk_out);
parameter M = 104;
localparam N = $clog2(M);
reg [N-1:0] divcounter = 0;
always @(posedge clk)
  if (clk_ena)
    divcounter <= (divcounter == M - 1) ? 0 : divcounter + 1;
  else
    divcounter <= M - 1;
assign clk_out = (divcounter == 0) ? clk_ena : 0;
endmodule
module control_uart (input wire clk,   
                input wire rst,   
                input wire dtr,   
                input wire VSYNC,   
                input wire [7:0] data,   
                output wire ready,    
                output wire tx    
               );
parameter BAUD = 1;
reg [7:0] data_r;
reg transmit;
reg start;   
reg uart_flag=0;     
uart_tx #(.BAUD(BAUD))
  uart_tx (
    .clk(clk),
    .rst(rst),
    .data(data_r),
    .start(start),
    .ready(ready),
    .tx(tx)
  );
 reg new_img=1;
 reg cena=0;
 reg VSYNC_ant=0;
always @(posedge clk) begin
  if(rst==1) begin
	transmit <= 0;
	new_img <= 0;
	VSYNC_ant<=0;
  end
  else begin
	VSYNC_ant<=VSYNC;
	  if(VSYNC && VSYNC_ant==0) begin
		transmit <= 1;
		new_img <= 1;
	  end
	  else if(car_count==11 && new_img && cena) begin
		transmit <= 0;
		new_img <= 0;
	  end 
	  else if(new_img) begin
		transmit <= 1;
	  end 
	  else begin
		transmit <= dtr;
	  end
  end
end
localparam IDLE = 0;    
localparam TXCAR = 2'd1;   
localparam WAITING = 2'd2;    
localparam SENDING = 2'd3;    
localparam END = 4;     
reg [2:0] state;
always @(posedge clk) begin
  if (rst == 1)
    state <= IDLE;
  else begin
    uart_flag <= 0;
    cena <= 0;
    case (state)
      IDLE: 
        if (transmit == 1) state <= TXCAR;
        else state <= IDLE;
      TXCAR: 
        if (ready == 1) state <= WAITING;
        else state <= TXCAR;
      WAITING: 
        if (ready == 0) state <= SENDING;
        else state <= WAITING;
      SENDING: 
        if (ready == 1) begin
        	state <= END;
          if (new_img) cena <= 1;	
      	  else
      		  uart_flag <= 1;
		end
        else state <= SENDING;
      END: begin
        if (uart_flag || cena) begin
        	state <= IDLE;
      		uart_flag <= 0;
      		cena <= 0;
        end
        else state <= END;
	   end
      default:
         state <= IDLE;
    endcase
  end
end
always @(posedge clk) begin
  case (state)
    IDLE: begin
      start <= 0;
    end
    TXCAR: begin
      start <= 1;
    end
    WAITING: begin
      start <= 0;	
    end
    SENDING: begin
      start <= 0;	
    end
    END: begin
      start <= 0;
    end
    default: begin
      start <= 0;
    end
  endcase
end
always @(posedge clk) begin
 if(new_img) begin
  case (car_count)
    0: data_r <= "\n";
    1: data_r <= "\n";
    2: data_r <= "N";
    3: data_r <= "e";
    4: data_r <= "w";
    5: data_r <= " ";
    6: data_r <= "I";
    7: data_r <= "m";
    8: data_r <= "g";
    9: data_r <= "\r";
    10: data_r <= "\n";
    11: data_r <= "\n";
    default: data_r <= ".";
  endcase
 end
  else
    data_r <= data;
end  
reg [4:0] car_count;
always @(posedge clk) begin
  if (rst == 1)
    car_count = 0;
  else if (car_count<11 && new_img && cena)
    car_count = car_count + 1;
  else if (car_count==11 && !new_img) begin
    car_count = 0;
  end
end
endmodule
module imagen_uart (input wire clk,   
                input wire rst_hw,   
                input wire PCLK,   
                input wire Href,   
                input wire VSYNC,   
                input wire [2:0] sel_leds,   
                input wire [7:0] in_pixel,   
                output wire [7:0] leds,   
                output wire clk_ext,    
                output wire PCLK_ext,    
                output wire VSYNC_ext,    
                output wire tx    
               );
  assign VSYNC_ext = VSYNC;
  assign PCLK_ext = PCLK;
parameter BAUD = 1;
wire ready;
reg state_dtr=0;
reg PCLK_ant=0;
reg dtr_ant=0;
reg rst=1;
reg par=0;
assign clk_ext = clk;
initial begin 
	rst<=1;
end
always @(posedge clk) begin
  rst<=0;
  if(rst_hw) begin
	rst<=1;
  end
end
always @(posedge clk) begin
  if(rst || VSYNC || !Href) begin
	state_dtr<=0;
	PCLK_ant<=PCLK;
	par<=0;
  end
  else begin
	PCLK_ant<=PCLK;
	state_dtr<= 0;
	if(!PCLK_ant && PCLK && Href && !VSYNC) begin
		par<= (par) ? 0 : 1 ;
		if(!par) begin
			state_dtr<= 1;
		end
	end
  end
end
control_uart #(.BAUD(BAUD))
  control_uart (
    .clk(clk),
    .rst(rst),
    .dtr(state_dtr),
    .VSYNC(VSYNC),
    .data(in_pixel),
    .ready(ready),
    .tx(tx)
 );
endmodule
`default_nettype none
module uart_tx (
         input wire clk,         
         input wire rst,        
         input wire start,       
         input wire [7:0] data,  
         output reg tx,          
         output wire ready       
       );
parameter BAUD =  1;
reg start_r; 
wire clk_baud;
reg [3:0] bitc;
reg [7:0] data_r;
wire load;     
wire baud_en;  
always @(posedge clk)
  start_r <= start;
always @(posedge clk) begin
  if(rst)
    data_r <= 0;
  else if (start == 1 && state == IDLE)
    data_r <= data;
end
reg [9:0] shifter;
always @(posedge clk)
  if (rst == 1)
    shifter <= 10'b11_1111_1111;
  else if (load == 1)
    shifter <= {data_r,2'b01};
  else if (load == 0 && clk_baud == 1)
    shifter <= {1'b1, shifter[9:1]};
always @(posedge clk)
  if (load == 1)
    bitc <= 0;
  else if (load == 0 && clk_baud == 1)
    bitc <= bitc + 1;
always @(posedge clk)
  tx <= shifter[0];
baudgen #(BAUD)
  BAUD0 (
    .clk(clk),
    .clk_ena(baud_en),
    .clk_out(clk_baud)
  );
localparam IDLE  = 0;   
localparam START = 1;   
localparam TRANS = 2;   
reg [1:0] state;
always @(posedge clk)
  if (rst == 1)
    state <= IDLE;
  else
    case (state)
      IDLE: 
        if (start_r == 1) 
          state <= START;
        else 
          state <= IDLE;
      START:
        state <= TRANS;
      TRANS:
        if (bitc == 11)
          state <= IDLE;
        else
          state <= TRANS;
      default:
        state <= IDLE;
    endcase
assign load = (state == START) ? 1 : 0;
assign baud_en = (state == IDLE) ? 0 : 1;
assign ready = (state == IDLE) ? 1 : 0;
endmodule
### run.sh
#!/bin/bash
# OpenROAD 26Q1-2900-gdf79404cd8, Yosys 0.63+post, stock flow scripts
make -C /OpenROAD-flow-scripts/flow DESIGN_CONFIG=/design/flow/config.mk WORK_HOME=/design/flow/orfs finish
### config.mk
export PLATFORM = sky130hd
export DESIGN_NAME = imagen_uart
export DESIGN_NICKNAME = imagen_uart
export VERILOG_FILES = /design/flow/design.v
export SDC_FILE = /design/flow/constraint.sdc
export NUM_CORES = 4
export LEC_CHECK = 1
export CORE_UTILIZATION = 50
### constraint.sdc
current_design imagen_uart

set clk_period 4.0
set clk_io_pct 0.2

create_clock -name clk0 -period $clk_period [get_ports {clk}]

set non_clock_inputs [all_inputs -no_clocks]
set_input_delay [expr $clk_period * $clk_io_pct] -clock clk0 $non_clock_inputs
set_output_delay [expr $clk_period * $clk_io_pct] -clock clk0 [all_outputs]
==> reports/results.tsv <==
stage	metric	value	unit
run_status	outcome	finished, final reports clean	
sta	finalMaxSlewViolations	0	
global_route	grt_start_max_net_pins	27	
sta	finClkSkew	0.004793	ns
global_route	overflow	0	
synthesis	flop_cell	dfxtp_1	
cts	clkLatencyLatePin	0.42	ns
worst_setup_path	crit_path_end_kind	output pin	
pwr	power	1387	µW
worst_setup_path	crit_type	clk2out	
sta	rsz0062_at_grt	no	
cts	ctsHoldBuffers	0	
pwr	p_per_area	465.2	mW/mm²
routing	wl_met1	2013	µm
synthesis	topCellsByArea	dfxtp_1 (48%), mux2i_1 (4.6%), mux2_2 (3.9%)	
die	die_h	74.23	µm
pwr	ir_worst_vdd	289.4	µV
cells_and_area	seq_area	0.001301	mm²
routing	drtPass1Iterations	4	
pwr	static-leakage-power	0.001108	µW
sta	fin_tns_setup	0	ns
routing	top_layer_used	met4	
sta	setup_viol	0	
worst_setup_path	crit_start	clk	
synthesis	edf_count	2	
worst_setup_path	r2r-start	control_uart.car_count[0]	
global_route	grt_pass1_vias	1721	
worst_setup_path	cp_max_fo	2	
worst_setup_path	start_kind	clock port	
sta	final-hold-violation-count	0	
routing	antenna_cells	0	
synthesis	yosysUniqueCellTypes	50	
synthesis	ys_ff	64	
cells_and_area	fillers	453	
synthesis	async_reset_ff_share	0	%
routing	vias	1813	
worst_setup_path	worstPathArrival	2.61	ns
cts	cts.repair.resized	0	
worst_setup_path	required	3.20	ns
routing	drc	0	
hold_path	hp-class	reg2reg	
sta	tightest_slew	0.6803	ns
synthesis	yosys_warnings	12	
synthesis	post_synth_inst_count	270	
die	dieArea	0.005510	mm²
cts	cts_setup_buffers	0	
global_route	grt_pass1_wl	7548	µm
flow_run	drv_cap	0	
worst_setup_path	r2r_slack	1.49	ns
cells_and_area	drive_gt1_share	11.42	%
routing	wl_met3	139	µm
placed_design	dp_hpwl	2954	µm
placed_design	routabilityCongestion	0.7935	
die	core_area	0.004880	mm²
die	fp_util	53.46	%
global_route	grt_use_total	18.46	%
synthesis	postSynthAreaPerCell	9.662	µm²
routing	ant_nets	0	
die	die_w	74.23	µm
routing	routed_via_density	5.093	
routing	wl_per_cell	12.17	µm
synthesis	top_cell_area_share	47.58	%
hold_path	worstHoldStart	control_uart.uart_tx.shifter[0]	
cts	clk_pin_slew_worst_paths	0.06	ns
sta	maxSlewHeadroom	54.58	%
cells_and_area	area_growth	14.24	%
synthesis	top_area_cell	dfxtp_1	
synthesis	ys_chip_area	0.002609	mm²
synthesis	netlist_area	0.002609	mm²
flow_run	tool_warnings	31	
cells_and_area	layout.area.comb	0.001169	mm²
routing	drt_iter0_markers	28	
die	io_pins	28	
routing	routed_wirelength	4334	µm
synthesis	ys_cells	270	
synthesis	ys_seq_share	49.88	%
global_route	antenna_found_initial	0	
die	rows	25	
cts	cts_tree	yes	
placed_design	port_buffers	16	
routing	met2_wirelength	2134	µm
[path summary, 6_finish.rpt]
check / endpoint / cells past startpoint
worst min register to register: control_uart.uart_tx.tx / 0
worst max-delay path: clk_ext / 3
worst max register to register: register / 10
worst min-delay path: control_uart.uart_tx.tx / 0
[power breakdown]
group,internal [µW],switching (µW)
combinational,55.8,45.6
clock,353,220
sequential,681,31.4
[cell usage after synthesis (2+ instances only)]
cell type,instances
nand3_1,9
o21ai_0,10
a21boi_0,2
mux2_2,9
xor2_1,2
nand2b_1,4
nor2_1,24
buf_4,11
nand4b_1,2
nor2b_1,5
edfxtp_1,2
nor3_1,8
or2_2,2
o22a_1,4
ha_1,5
clkbuf_1,12
nand3b_1,2
a311oi_1,2
nand2_1,27
nand4_1,2
mux2i_1,12
and3_1,2
a21oi_1,13
a22o_1,3
and2_1,3
dfxtp_1,62
inv_1,8
[per-stage QoR]
step	util [%]	area, µm²	hold WS [ns]	instances	worst slack (ns)
4_1_cts	61.08	2980	0.3524	356	0.5752
6_report	61.08	2980	0.3495	356	0.5863
5_1_grt	61.08	2980	0.3552	356	0.5556
3_3_place_gp	56.62	2763	0.3348	338	0.8326
3_5_place_dp	56.62	2763	0.3395	338	0.8326
2_1_floorplan	-	2635	0.3290	277	1.102
[cell usage in the layout, fill, tap and decap left out, types with 2 or more instances in the layout]
cell	netlist	final
edfxtp_1	2	2
mux2_2	9	9
xor2_1	2	2
and2_1	3	3
a311oi_1	2	2
nor2_1	24	24
buf_4	11	2
clkdlybuf4s50_1	0	16
a21oi_1	13	13
mux2i_1	12	12
nand2_1	27	27
nor3_1	8	8
nor2b_1	5	5
clkbuf_8	0	15
nand3b_1	2	2
a21boi_0	2	2
or2_2	2	2
o22a_1	4	4
nand3_1	9	9
clkbuf_1	12	3
inv_1	8	8
o21ai_0	10	10
ha_1	5	5
dfxtp_1	62	62
nand2b_1	4	4
a22o_1	3	3
and3_1	2	2
nand4_1	2	2
conb_1	1	8
nand4b_1	2	2
[logic make-up (layout without fill, tap and decap cells)]
| logic type | after synthesis | count (layout) | share of synthesized area, % |
|---|---|---|---|
| adder cells (fa/ha/maj) | 5 | 5 | 2.398 |
| XOR/XNOR | 3 | 3 | 1.007 |
| flip-flops | 64 | 64 | 49.88 |
| AND/OR/NAND/NOR | 99 | 99 | 19.23 |
| multiplexers | 22 | 22 | 9.353 |
| AND-OR/OR-AND | 43 | 43 | 11.66 |
| buffers and inverters | 33 | 45 | 6.331 |
| other | 1 | 8 | 0.1437 |
[critical path, cell delays in order]
cell             delay (ns)
clkbuf_8               0.11
clkbuf_8               0.12
clkdlybuf4s50_1        0.39
[routing by layer]
| layer | up-vias | GRT usage, % |
|---|---|---|
| li1 | 950 | - |
| met1 | 836 | 24.12 |
| met2 | 23 | 31.82 |
| met3 | 4 | 6.044 |
| met4 | 0 | 2.096 |
| met5 | - | 0 |
[cell type report]
type | instances | share of cell area (%)
clock buffers | 19 | 7.641
inverters | 9 | 1.134
multi-input cells | 180 | 39.21
flip-flops and latches | 64 | 43.66
well taps | 67 | 2.813
repair buffers | 17 | 5.542
Power is estimated from default activity; no workload was simulated.
